`run.sh`:
```
#!/bin/bash
# OpenROAD 26Q1-2900-gdf79404cd8, Yosys 0.63+post, stock flow scripts
make -C /OpenROAD-flow-scripts/flow DESIGN_CONFIG=/design/flow/config.mk WORK_HOME=/design/flow/orfs finish
```
`config.mk`:
```
export PLATFORM = sky130hd
export DESIGN_NAME = top_system
export DESIGN_NICKNAME = top_system
export VERILOG_FILES = /design/flow/design.v
export SDC_FILE = /design/flow/constraint.sdc
export NUM_CORES = 4
export LEC_CHECK = 1
export CORE_AREA = 10 10 70 70
export DIE_AREA = 0 0 80 80
```
`constraint.sdc`:
```
current_design top_system

set clk_period 1.2
set clk_io_pct 0.2

create_clock -name clk0 -period $clk_period [get_ports {aclk}]

set non_clock_inputs [all_inputs -no_clocks]
set_input_delay [expr $clk_period * $clk_io_pct] -clock clk0 $non_clock_inputs
set_output_delay [expr $clk_period * $clk_io_pct] -clock clk0 [all_outputs]
```
`design.v`:
```
`timescale 1ns/1ps
module  axi_lite_master (
    input wire aclk,
    input wire aresetn,
    input wire INT_AXI_TXN,
    input wire[3:0] tgt_addr,
    input wire[31:0] tgt_data,
    output reg txn_done,
    output reg txn_error,
    output reg[3:0] awaddr,
    input wire awready,
    output reg awvalid,
    output reg[31:0] wdata,
    output reg[3:0] wstrb,
    output reg wvalid,
    input wire wready,
    input wire[1:0] bresp,
    input wire bvalid,
    output reg bready,
    output reg[3:0]  araddr,
    input  wire  arready,
    output reg   arvalid,
    input wire [31:0]  rdata,
    input wire [1:0]   rresp,
    input wire rvalid,
    output reg  rready
);
localparam IDLE      = 2'b00;
localparam SEND_ADDR = 2'b01;
localparam SEND_DATA = 2'b10;
localparam WAIT_RESP = 2'b11;
reg [1:0] current_state;
reg [1:0] next_state;
reg error_reg;
always @(posedge aclk or negedge aresetn) begin
    if(aresetn==0)begin
        current_state <= IDLE;
    end else begin
        current_state <= next_state;
    end
end  
always @(*) begin
    case (current_state)
    IDLE    : if (INT_AXI_TXN) begin
                            next_state=SEND_ADDR  ;      
                end else begin
                    next_state =IDLE;
                end
    SEND_ADDR : if(awready)begin
                    next_state=SEND_DATA;
                end else begin
                    next_state=SEND_ADDR;
                end
    SEND_DATA : if(wready)begin
                    next_state=WAIT_RESP;
                end else begin
                    next_state=SEND_DATA;
                end
    WAIT_RESP : if(bvalid)begin
                    next_state=IDLE;
                end else begin
                    next_state=WAIT_RESP;
                end
        default: next_state=IDLE;
    endcase
end  
always @(posedge aclk or negedge aresetn ) begin
    if(aresetn==0) begin
        awvalid <=0;
        wvalid <=0;
        bready <= 0;
        awaddr <= 0;
        wdata  <= 0;
        txn_done  <= 0;
        txn_error <= 0;
    end else begin
    if((current_state==IDLE) && (INT_AXI_TXN==1))begin
        awaddr <= tgt_addr;
        wdata <= tgt_data;
    end
    awvalid <= (next_state == SEND_ADDR);
    wstrb <= 4'b1111;
    wvalid  <= (next_state == SEND_DATA);
    bready  <= (next_state == WAIT_RESP);
    if (current_state == WAIT_RESP && bvalid == 1) begin
            txn_done <= 1;
            if (bresp != 2'b00) txn_error <= 1;
            else txn_error <= 0;
        end else begin
            txn_done <= 0;
            txn_error <= 0;
        end
end
end
endmodule
`timescale 1ns / 1ps
module axi_lite_slave (
    input  wire        aclk,
    input  wire        aresetn,
    input  wire [3:0]  awaddr,
    input  wire        awvalid,
    output reg         awready,
    input  wire [31:0] wdata,
    input wire [3:0] wstrb,
    input wire wvalid,
      output reg wready,
    output reg [1:0]   bresp,
    output reg         bvalid,
    input  wire        bready,
    input  wire [3:0]  araddr,
    input  wire        arvalid,
    output reg         arready,
    output reg [31:0]  rdata,
    output reg [1:0]   rresp,
    output reg         rvalid,
    input  wire        rready
);
    reg[31:0] slv_reg0;
    reg[31:0] slv_reg1;
    reg[31:0] slv_reg2;
    reg[31:0] slv_reg3;
    reg[3:0] axi_araddr;
    reg[3:0] axi_awaddr;
    always @(posedge aclk ) begin
        if(aresetn==0)begin
            awready<=0;
            wready<=0;
        end else begin
            if (awvalid && !awready) begin
                awready <= 1;
                axi_awaddr <= awaddr; 
            end else begin
                awready <= 0;
            end
            if (wvalid && !wready) begin
                wready <= 1;
            end else begin
                wready <= 0;
            end
        end
    end
always @(posedge aclk ) begin
    if(aresetn==0) begin
        slv_reg0<=0;
        slv_reg1<=0;
        slv_reg2<=0;
        slv_reg3<=0;
    end else begin
       if (wvalid && wready) begin
            case (awaddr[3:2])  
            2'b00    :slv_reg0 <= wdata;
            2'b01    :slv_reg1 <= wdata;
            2'b10    :slv_reg2 <= wdata;
            2'b11    :slv_reg3 <= wdata;
                default: begin end
            endcase
        end
    end    
end
 always @(posedge aclk ) begin
    if (aresetn==0) begin
        bvalid <= 0;
        bresp <= 0;
    end else begin
        if (wvalid && wready && !bvalid) begin    
            bvalid <= 1;
            bresp <= 2'b00;
        end else if (bvalid && bready) begin
            bvalid <=0;
        end
    end
 end
 always @(posedge aclk ) begin
    if (aresetn==0) begin
        arready <= 0;
        axi_araddr <=0;
    end else begin
        if ((arvalid==1) && (arready==0) ) begin
        arready <= 1;
        axi_araddr <= araddr;  
        end else begin
            arready <= 0;
        end
    end
 end
always @(posedge aclk ) begin
    if(aresetn==0) begin
        rvalid <= 0;
    end else begin
        if ((arready==0) && (arvalid==1)) begin
            rvalid <= 1;
            rresp <= 0;
            case (araddr[3:2])
              2'b00  :rdata <= slv_reg0;
              2'b01  :rdata <= slv_reg1;
              2'b10  :rdata <= slv_reg2;
              2'b11  :rdata <= slv_reg3;
                default: rdata <= 32'h0;
            endcase
        end else if(rvalid && rready) begin
            rvalid <= 0;
        end
    end
end
endmodule
`timescale 1ns / 1ps
module top_system (
    input  wire aclk,
    input  wire aresetn,
    input  wire start_txn,    
    output wire txn_done,     
    output wire txn_error     
);
    wire [3:0]  awaddr;
    wire        awvalid;
    wire        awready;
    wire [31:0] wdata;
    wire [3:0]  wstrb;
    wire        wvalid;
    wire        wready;
    wire [1:0]  bresp;
    wire        bvalid;
    wire        bready;
    wire [3:0]  araddr;
    wire        arvalid;
    wire        arready;
    wire [31:0] rdata;
    wire [1:0]  rresp;
    wire        rvalid;
    wire        rready;
    axi_lite_master u_master (
        .aclk           (aclk),
        .aresetn        (aresetn),
        .INT_AXI_TXN    (start_txn),  
        .txn_done       (txn_done),
        .txn_error      (txn_error),
        .tgt_addr       (4'h8),        
        .tgt_data       (32'hFFFFFFFF),  
        .awaddr(awaddr), .awvalid(awvalid), .awready(awready),
        .wdata(wdata),   .wstrb(wstrb),   .wvalid(wvalid),   .wready(wready),
        .bresp(bresp),   .bvalid(bvalid), .bready(bready),
        .araddr(araddr), .arvalid(arvalid), .arready(arready),
        .rdata(rdata),   .rresp(rresp),   .rvalid(rvalid),   .rready(rready)
    );
    axi_lite_slave u_slave (
        .aclk           (aclk),
        .aresetn        (aresetn),
        .awaddr(awaddr), .awvalid(awvalid), .awready(awready),
        .wdata(wdata),   .wstrb(wstrb),   .wvalid(wvalid),   .wready(wready),
        .bresp(bresp),   .bvalid(bvalid), .bready(bready),
        .araddr(araddr), .arvalid(arvalid), .arready(arready),
        .rdata(rdata),   .rresp(rresp),   .rvalid(rvalid),   .rready(rready)
    );
endmodule
```
==> flow_summary_export.csv <==
group,metric,value,unit
placed_design,place_inst,83,
placed_design,gp_congestion,0.7366,
critical_path,cp_max_fo,1,
drt,via_per_inst,2.644,
final_timing,grt_setup_unrepaired,"false",
clocking,cts.sinks,11,
die,fp.dieW,80,µm
critical_path,rrSetupSlack,280,ps
global_route,grt_pass1_wl,1.076,mm
drt,drt_pass1_iterations,2,
drt,antennaDiodeCount,0,
critical_path,path_cells,"dlygate4sd2_1",
placed_design,port_buffers,3,
global_route,overflow,0,
die,rows,21,
synthesis,post_synth.cell_area_avg,12.07,µm²
critical_path,worstRegToRegCells,2,
job,cap_violations,0,
drt,drcViolationCount,0,
die,die-area,0.006400,mm²
synthesis,ys_seq_share,63.72,%
drt,detail_route.iter0.violations,1,
die,io-pin-count,5,
critical_path,crit_start,"u_master.txn_done",
cells_and_area,area_growth_syn_to_layout,27.44,%
critical_path,end_kind,"output port",
clocking,cts_tree,"yes",
synthesis,synth_area,410.4,µm²
power,power.density,1192,mW/mm²
critical_path,r2r_start,"u_master.current_state[0]",
min_path,hold_path_class,"in2async",
clocking,clk_latency,260,ps
synthesis,ys_warn_count,2,
placed_design,place_ws,-34.00,ps
critical_path,start_kind,"register",
drt,wire_per_inst,6.954,µm
final_timing,hold_violations,0,
clocking,htreeDepth,1,
power,power.leakage,0.2457,nW
global_route,grt_max_degree,8,
drt,ant_nets,0,
cells_and_area,drive_above_1_share,21.95,%
critical_path,crit_end,"txn_done",
final_timing,setup_viol,0,
die,die_h,80,µm
synthesis,ys_chip_area,410.4,µm²
critical_path,critPathTopFamily,"flip-flops",
critical_path,cp.arrival,840,ps
cells_and_area,fin_cells,87,
final_timing,min_period,1083,ps
final_timing,fin_skew,4.981,ps
drt,totalWireLength,605,µm
critical_path,cpPeakStageDelay,350,ps
job,warnings,25,
synthesis,ys_types,19,
clocking,clockRootBuffer,"clkbuf_4",
placed_design,dp_hpwl,490.3,µm
die,core_area,0.003416,mm²
clocking,clk_pin_slew,70,ps
clocking,cts_buffers,3,
global_route,track_usage,2.215,%
clocking,clk_path_buf_depth,2,
synthesis,ys_ff,11,
die,fp_util,12.01,%
critical_path,required,960,ps
critical_path,worstSetupPathType,"reg2out",
global_route,antenna_found_initial,0,
final_timing,drv_slew,0,
final_timing,post-route-period-util,90.29,%
outcome,status,"completed",
synthesis,netlist_instances,34,
cells_and_area,postLayoutCoreUtil,15.31,%
final_timing,timing.hold.ws,186.8,ps
synthesis,ys_cells,34,
critical_path,rr_endpoint,"u_master.bready",
global_route,grt_pass1_vias,238,
critical_path,cpMaxStageDelayCell,"dfrtp_1",
final_timing,fmaxAchievable,0.9230,GHz
critical_path,worst-path-buf-inv,1,
critical_path,crit_cells,1,
drt,vias,230,
final_timing,timing.final.ws_setup,116.5,ps
power,peakVddDrop,0.2209,mV
## layer usage
metal	vias up	global-route usage (%)	share of wire, %
met2	5	3.050	38
met5	-	0	0
met4	0	0.7042	3.0
met1	98	2.442	48
li1	123	-	-
met3	4	1.932	11
## flip-flops by register name (all words and copies together), names as in the netlist
signal                  flops
u_master.current_state      4
u_master.txn_done           1
u_master.bready             1
u_master.wvalid             1
u_slave.wready              1
u_slave.bvalid              1
u_slave.awready             1
u_master.awvalid            1
## cells in the final DEF, fill, tap and decap left out
cell / synthesis / layout
nor3_2: 1 / 1
a21o_1: 1 / 1
and2_1: 2 / 2
dfxtp_1: 3 / 3
mux2i_1: 1 / 1
a21oi_1: 1 / 1
inv_1: 3 / 3
a22o_4: 1 / 1
clkbuf_4: 0 / 3
buf_4: 1 / 1
o21ai_0: 1 / 1
clkbuf_1: 0 / 1
conb_1: 1 / 1
and3_1: 1 / 1
nand2b_4: 1 / 1
clkdlybuf4s50_1: 0 / 2
nor2_1: 1 / 1
dfstp_2: 1 / 1
dfrtp_1: 7 / 7
dlygate4sd2_1: 0 / 1
nand2_1: 5 / 5
a2bb2oi_1: 1 / 1
and3_2: 1 / 1
## where the power goes
part	total [W]	switching [W]	internal [W]
clock network	0.000237	0.000109	0.000128
logic	0.0000167	0.00000857	0.00000812
registers	0.000369	0	0.000369
total	0.000623	0.000118	0.000506
## Yosys cell counts
cell / instances / share of area [%]
conb_1: 1 / 0.91
a21o_1: 1 / 1.8
inv_1: 3 / 2.7
and3_1: 1 / 1.5
a21oi_1: 1 / 1.2
nand2_1: 5 / 4.6
dfstp_2: 1 / 6.4
o21ai_0: 1 / 1.2
nor2_1: 1 / 0.91
a22o_4: 1 / 4.3
a2bb2oi_1: 1 / 2.1
nor3_2: 1 / 2.4
dfrtp_1: 7 / 43
dfxtp_1: 3 / 15
buf_4: 1 / 1.8
mux2i_1: 1 / 2.4
nand2b_4: 1 / 3.4
and2_1: 2 / 3.0
and3_2: 1 / 1.8
## what timing repair did
action,4_1_cts,5_1_grt
hold buffers,0,0
setup buffers,0,0
gates resized,1,0
setup endpoints to repair,1,0
## worst min path at each step
stage | start | endpoint | slack, ps
global route | aresetn | u_master.wvalid | 180
finish | aresetn | u_master.wvalid | 190
CTS | aresetn | u_master.wvalid | 180
## layout make-up
| class | instances | area, µm² |
|---|---|---|
| Tap cell | 46 | 57.56 |
| Clock buffer | 4 | 26.28 |
| Inverter | 3 | 11.26 |
| Sequential cell | 11 | 261.5 |
| Timing Repair Buffer | 4 | 36.28 |
| Multi-Input combinational cell | 19 | 130.1 |
| Fill cell | 382 | 2893 |
## logic make-up (layout without fill, tap and decap cells)
family / count (synthesis) / in the layout / share of synthesized area, %
other: 1 / 1 / 0.9138
and+or+nand+nor: 12 / 12 / 17.68
muxes: 1 / 1 / 2.439
DFF: 11 / 11 / 63.72
AOI/OAI and AO/OA: 5 / 5 / 10.67
buffers and inverters: 4 / 11 / 4.574
## per-stage QoR
step	cell area [µm²]	power, W	TNS [ps]
2_1_floorplan	410.4	0.0003795	0
3_3_place_gp	498.0	0.0003938	-54.79
3_5_place_dp	498.0	0.0003940	-51.52
4_1_cts	523.0	0.0006360	0
5_1_grt	523.0	0.0006608	0
6_report	523.0	0.0006234	0
Power figures rest on the tool's default switching activity, not on a simulated workload.
